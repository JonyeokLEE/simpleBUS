===== flow/run.sh =====
#!/bin/bash
# OpenROAD 26Q1-2900-gdf79404cd8, Yosys 0.63+post, stock flow scripts
make -C /OpenROAD-flow-scripts/flow DESIGN_CONFIG=/design/flow/config.mk WORK_HOME=/design/flow/orfs finish

===== flow/config.mk =====
export PLATFORM = sky130hd
export DESIGN_NAME = bus
export DESIGN_NICKNAME = bus
export VERILOG_FILES = /design/flow/design.v
export SDC_FILE = /design/flow/constraint.sdc
export NUM_CORES = 4
export LEC_CHECK = 1
export CORE_AREA = 10 10 96 96
export DIE_AREA = 0 0 106 106

===== flow/constraint.sdc =====
current_design bus

set clk_period 3.3
set clk_io_pct 0.2

create_clock -name clk0 -period $clk_period [get_ports {clk}]

set non_clock_inputs [all_inputs -no_clocks]
set_input_delay [expr $clk_period * $clk_io_pct] -clock clk0 $non_clock_inputs
set_output_delay [expr $clk_period * $clk_io_pct] -clock clk0 [all_outputs]

===== flow/design.v =====
module bus(clk, reset_n, m0_req, m0_wr, m0_address, m0_dout, m1_req, m1_wr, m1_address, m1_dout,
				s0_dout, s1_dout, m0_grant, m1_grant, m_din, s0_sel, s1_sel, s_address, s_wr, s_din);
	input clk, reset_n, m0_req, m0_wr, m1_req, m1_wr;
	input [7:0] m0_address, m1_address;
	input [31:0] m0_dout, m1_dout, s0_dout, s1_dout;
	output m0_grant, m1_grant, s0_sel, s1_sel, s_wr;
	output [7:0] s_address;
	output [31:0] m_din, s_din;
	wire m_sel;
	reg [2:0]sel4Mux3;  
	bus_arbit Arbiter(.clk(clk), .reset_n(reset_n), .m0_req(m0_req), .m1_req(m1_req), .m0_grant(m0_grant), .m1_grant(m1_grant), .m_sel(m_sel));
	mux2 for_wr(.d0(m0_wr), .d1(m1_wr), .s(m_sel), .y(s_wr));
	mux2_8bits for_addr(.d0(m0_address), .d1(m1_address), .s(m_sel), .y(s_address));
	mux2_32bits for_s_din(.d0(m0_dout), .d1(m1_dout), .s(m_sel), .y(s_din));
	bus_addr Address_decoder(.s_address(s_address), .s0_sel(s0_sel), .s1_sel(s1_sel));  
	always @(posedge clk or negedge reset_n)
	begin
		if(~reset_n) sel4Mux3 <=2'b00;
		else sel4Mux3 <= {s1_sel,s0_sel};
	end  
	mux3_32bit for_m_din(.d0(32'h0), .d1(s0_dout), .d2(s1_dout), .s(sel4Mux3), .y(m_din));  
endmodule
module bus_addr(s_address, s0_sel, s1_sel);
	input [7:0] s_address;
	output reg s0_sel, s1_sel;
	always@(s_address)
	begin
		if((s_address>=8'h00)&&(s_address<8'h20)) begin
			s0_sel<=1'b1;
			s1_sel<=1'b0;
		end
		else if((s_address>=8'h20)&&(s_address<8'h40)) begin
			s0_sel<=1'b0;
			s1_sel<=1'b1;
		end
		else begin
			s0_sel<=1'b0;
			s1_sel<=1'b0;
		end
	end  
endmodule
module bus_arbit(clk, reset_n, m0_req, m1_req, m0_grant, m1_grant, m_sel);
	input clk, reset_n, m0_req,  m1_req;
	output reg m0_grant, m1_grant, m_sel;
	reg state, next_state;  
	parameter M0=1'b0;
	parameter M1=1'b1;
	always@(posedge clk or negedge reset_n)
	begin
		if(~reset_n) state <= M0;
		else state<=next_state;
	end
	always@(state, m0_req, m1_req)
	begin
		casex({state,m0_req, m1_req})
			{M0, 1'b0, 1'b1}: begin
				next_state<=M1;
			end
			{M0, 1'bx, 1'bx}: begin
				next_state<=M0;
			end
			{M1, 1'bx, 1'b0}: begin
				next_state<=M0;
			end
			{M1, 1'bx, 1'b1}: begin
				next_state<=M1;
			end
			default: begin
				next_state<=1'bx;
			end
		endcase
	end
	always@(state)
	begin
		case(state)
			M0: begin
				m0_grant<=1'b1;
				m1_grant<=1'b0;
				m_sel<=1'b0;
			end
			M1: begin
				m0_grant<=1'b0;
				m1_grant<=1'b1;
				m_sel<=1'b1;
			end
			default: begin
				m0_grant<=1'bx;
				m1_grant<=1'bx;
				m_sel<=1'bx;
			end
		endcase
	end
endmodule
module _inv(a,y);  
	input a;
	output y;
	assign y=~a;
endmodule
module _nand2(a,b,y);  
	input a,b;
	output y;
	assign y=~(a&b);
endmodule
module _xor2(a,b,y);  
	input a, b;
	output y;
	wire inv_a, inv_b;
	wire w0, w1;
	_inv inv_1(.a(a), .y(inv_a));
	_inv inv_2(.a(b), .y(inv_b));
	_and2 and2_1(.a(inv_a), .b(b), .y(w0));
	_and2 and2_2(.a(a),.b(inv_b), .y(w1));
	_or2 or2_1(.a(w0), .b(w1),.y(y));
endmodule
module _and2(a,b,y);  
	input a,b;
	output y;
	assign y=a&b;
endmodule
module _and3(a,b,c,y);  
	input a,b,c;
	output y;
	assign y=a&b&c;
endmodule
module _and4(a,b,c,d,y);  
	input a,b,c,d;
	output y;
	assign y=a&b&c&d;
endmodule
module _and5(a,b,c,d,e,y);  
	input a,b,c,d,e;
	output y;
	assign y=a&b&c&d&e;
endmodule
module _or2(a,b,y);  
	input a,b;
	output y;
	assign y=a|b;
endmodule
module _or3(a,b,c,y);  
	input a,b,c;
	output y;
	assign y=a|b|c;
endmodule
module _or4(a,b,c,d,y);  
	input a,b,c,d;
	output y;
	assign y=a|b|c|d;
endmodule
module _or5(a,b,c,d,e,y);  
	input a,b,c,d,e;
	output y;
	assign y=a|b|c|d|e;
endmodule
module _inv_4bits(a,y);  
	input [3:0] a;
	output [3:0] y;
	assign y=~a;
endmodule
module _and2_4bits(a,b,y);  
	input [3:0] a,b;
	output [3:0] y;
	assign y=a&b;
endmodule
module _or2_4bits(a,b,y);  
	input [3:0] a,b;
	output [3:0] y;
	assign y=a|b;
endmodule
module _xor2_4bits(a,b,y);  
	input [3:0] a,b;
	output [3:0] y;
	_xor2 xor2_0(.a(a[0]), .b(b[0]), .y(y[0]));
	_xor2 xor2_1(.a(a[1]), .b(b[1]), .y(y[1]));
	_xor2 xor2_2(.a(a[2]), .b(b[2]), .y(y[2]));
	_xor2 xor2_3(.a(a[3]), .b(b[3]), .y(y[3]));
endmodule
module _xnor2_4bits(a,b,y);  
	input [3:0] a,b;
	output [3:0] y;
	wire [3:0] w0;
	_xor2_4bits xor2_4bits_0(.a(a), .b(b), .y(w0));
	_inv_4bits inv_4bits_0(.a(w0), .y(y));
endmodule
module _inv_32bits(a,y);  
	input [31:0] a;
	output [31:0] y;
	assign y=~a;
endmodule
module _and2_32bits(a,b,y);  
	input [31:0] a,b;
	output [31:0] y;
	assign y=a&b;
endmodule
module _or2_32bits(a,b,y);  
	input [31:0] a,b;
	output [31:0] y;
	assign y=a|b;
endmodule
module _xor2_32bits(a, b, y);  
	input [31:0] a, b;
	output [31:0] y;
	_xor2_4bits xor2_4_0(.a(a[3:0]), .b(b[3:0]), .y(y[3:0]));
	_xor2_4bits xor2_4_1(.a(a[7:4]), .b(b[7:4]), .y(y[7:4]));
	_xor2_4bits xor2_4_2(.a(a[11:8]), .b(b[11:8]), .y(y[11:8]));
	_xor2_4bits xor2_4_3(.a(a[15:12]), .b(b[15:12]), .y(y[15:12]));
	_xor2_4bits xor2_4_4(.a(a[19:16]), .b(b[19:16]), .y(y[19:16]));
	_xor2_4bits xor2_4_5(.a(a[23:20]), .b(b[23:20]), .y(y[23:20]));
	_xor2_4bits xor2_4_6(.a(a[27:24]), .b(b[27:24]), .y(y[27:24]));
	_xor2_4bits xor2_4_7(.a(a[31:28]), .b(b[31:28]), .y(y[31:28]));
endmodule
module _xnor2_32bits(a, b, y);  
	input [31:0] a, b;
	output [31:0] y;
	_xnor2_4bits xnor2_4_0(.a(a[3:0]), .b(b[3:0]), .y(y[3:0]));
	_xnor2_4bits xnor2_4_1(.a(a[7:4]), .b(b[7:4]), .y(y[7:4]));
	_xnor2_4bits xnor2_4_2(.a(a[11:8]), .b(b[11:8]), .y(y[11:8]));
	_xnor2_4bits xnor2_4_3(.a(a[15:12]), .b(b[15:12]), .y(y[15:12]));
	_xnor2_4bits xnor2_4_4(.a(a[19:16]), .b(b[19:16]), .y(y[19:16]));
	_xnor2_4bits xnor2_4_5(.a(a[23:20]), .b(b[23:20]), .y(y[23:20]));
	_xnor2_4bits xnor2_4_6(.a(a[27:24]), .b(b[27:24]), .y(y[27:24]));
	_xnor2_4bits xnor2_4_7(.a(a[31:28]), .b(b[31:28]), .y(y[31:28]));
endmodule
module mux2(d0,d1,s,y);  
	input d0,d1,s;  
	output y;  
	wire sb;  
	wire w0,w1;  
	_inv iv0(s,sb);  
	_nand2 nd20(d0,sb,w0);  
	_nand2 nd21(d1,s,w1);  
	_nand2 nd22(w0,w1,y);  
endmodule  
module mux2_32bits(d0, d1, s, y);
	input [31:0] d0, d1;
	input s;  
	output [31:0] y;  
	assign y =( s==0 ) ? d0 : d1;  
endmodule
module mux2_8bits(d0, d1, s, y);
	input [7:0] d0, d1;
	input s;  
	output [7:0] y;  
	mux2 mux2_0(.d0(d0[0]), .d1(d1[0]), .s(s), .y(y[0]));
	mux2 mux2_1(.d0(d0[1]), .d1(d1[1]), .s(s), .y(y[1]));
	mux2 mux2_2(.d0(d0[2]), .d1(d1[2]), .s(s), .y(y[2]));
	mux2 mux2_3(.d0(d0[3]), .d1(d1[3]), .s(s), .y(y[3]));
	mux2 mux2_4(.d0(d0[4]), .d1(d1[4]), .s(s), .y(y[4]));
	mux2 mux2_5(.d0(d0[5]), .d1(d1[5]), .s(s), .y(y[5]));
	mux2 mux2_6(.d0(d0[6]), .d1(d1[6]), .s(s), .y(y[6]));
	mux2 mux2_7(.d0(d0[7]), .d1(d1[7]), .s(s), .y(y[7]));  
endmodule
module mux3_32bit ( d0, d1, d2, s, y);
	input [31:0] d0, d1, d2;  
   input [1:0] s;  
   output reg [31:0] y;  
   always @(*) begin
		  case (s)
            2'b00: y = d0;  
            2'b01: y = d1;  
            2'b10: y = d2;  
            default: y = 32'b0;  
        endcase
    end
endmodule

==> reports/results.tsv <==
stage	metric	value	unit
outcome	outcome	completed	
clocking	Num CTS Buffers	3	
placement	port bufs	226	
final_layout	fill count	685	
detailed_routing	drt first pass iters	3	
timing	Rel. slew slack	70.2	%
logic_synthesis	cell area after synthesis	1110	sq um
timing	Final Cycle Share	89.5	%
worst_setup_path	critical path required time	2640	ps
global_routing	pin count of the biggest net entering global routing	33	
power_and_ir_drop	Combinational Power Share	72.6	%
detailed_routing	number of nets with antenna violations after detailed routing	0	
power_and_ir_drop	peak supply drop	197	uV
job	# Max-Cap Violations	0	
global_routing	GR Overflow Total	0	
logic_synthesis	number of standard cells after synthesis	143	
timing	Worst Hold Margin	641	ps
power_and_ir_drop	Clk network pwr share	19.4	%
power_and_ir_drop	fraction of power spent switching nets	22.7	%
worst_setup_path	critical path endpoint category	output port	
worst_setup_path	Worst Path Class, Setup	primary input to output port	
detailed_routing	Post-route DRC	0	
clocking	buffers inserted during post-CTS setup optimization	0	
timing	slew at the pin closest to its max-slew limit	447	ps
placement	placed wire-length estimate after detailed placement	7310	um
final_layout	post-route non-filler standard cell count	455	
floorplanning	vertical extent of the die	106	um
clocking	total of cells resized after clock tree synthesis	0	
floorplanning	chip width	106	um
logic_synthesis	most common flop cell mapped by yosys	sky130_fd_sc_hd__dfrtp_1	
final_layout	layout overhead on the synthesized area	211	%
placement	routability congestion estimate from global placement	0.800	
final_layout	Logic cell area	888	sq um
timing	top achievable clock speed	0.339	GHz
worst_setup_path	largest fanout on the critical path	3	
detailed_routing	Starting DRT DRC Count	62	
final_layout	final design utilization	47.8	%
timing	Final setup viols	0	
global_routing	total routing resource utilization after global routing	13.9	%
worst_setup_path	critical path launch point type	primary input	
floorplanning	pre-placement core utilization	15.3	%
worst_setup_path	signal arrival time at the worst endpoint	2290	ps
min_path	worst min path class	primary input to async pin	
final_layout	final non-filler cell area	3450	sq um
power_and_ir_drop	Internal Dissipation	0.422	mW
timing	clock tree skew after final layout	0.444	ps
placement	worst slack after detailed placement	335	ps
floorplanning	number of core rows	31	
power_and_ir_drop	net load switching power	0.124	mW
clocking	CTS tree	built	
logic_synthesis	number of distinct standard cells referenced by the synthesized netlist	17	
global_routing	number of antenna violations at the first check in global routing	0	
worst_setup_path	standard cell with the maximum stage delay on the critical path	sky130_fd_sc_hd__clkdlybuf4s50_1	
global_routing	first-pass GRT wire length	12600	um
timing	number of hold violations in the final report	0	
timing	Setup TNS	0	ps
final_layout	FF/Latch Area	75.1	sq um
clocking	H-tree depth	1	
logic_synthesis	number of enable flip-flop cells	0	
clocking	Root Buffer	sky130_fd_sc_hd__clkbuf_8	
floorplanning	full die area	11200	sq um
placement	Placed Cells	451	
logic_synthesis	area figure in the yosys stat output	1110	sq um
logic_synthesis	most instantiated cells after synthesis	40 x sky130_fd_sc_hd__mux2_2, 32 x sky130_fd_sc_hd__a22oi_1, 32 x sky130_fd_sc_hd__nor2_1, 8 x sky130_fd_sc_hd__buf_4, 7 x sky130_fd_sc_hd__buf_2	
detailed_routing	wire per inst	18.3	um
detailed_routing	vias per cell	4.24	
detailed_routing	via count	1928	
clocking	Bufs on Longest Clock Path	2	
clocking	clock latency (worst-skew pair)	210	ps
power_and_ir_drop	leak pwr	1.22	nW
floorplanning	I/O pin total	227	
timing	final period demand of the worst path	2950	ps
logic_synthesis	number of synthesized register bits	3	
timing	unrepaired setup endpoints after global routing	false	
placement	cell area after placement	3400	sq um
detailed_routing	wire length after detailed routing	8320	um
power_and_ir_drop	Design Power	0.545	mW
timing	Pins Over Slew Limit	0	
power_and_ir_drop	power per unit of standard cell area	158	nW/um^2
detailed_routing	count of inserted antenna diode cells	0	
job	count of warning messages emitted by the tools	26	
floorplanning	Core Region	7210	sq um
logic_synthesis	total number of yosys warnings	5	
logic_synthesis	FFs w/ async S/R, synth	100	%
final_layout	share of layout cells above drive strength 1	13.5	%
logic_synthesis	average footprint of a synthesized cell	7.74	sq um
worst_setup_path	Most Frequent Cell on Critical Path	sky130_fd_sc_hd__clkdlybuf4s50_1	
power_and_ir_drop	Seq pwr share	8.0	%
logic_synthesis	library cell occupying the most area in the post-synthesis netlist	sky130_fd_sc_hd__mux2_2	
clocking	CTS clk-pin slew, worst paths	30	ps
logic_synthesis	number of standard cells reported by yosys	143	
global_routing	vias in the first global route	2246	
logic_synthesis	area share of the leading cell type in the synthesized netlist	40.7	%
clocking	sinks on the clock net	3	
logic_synthesis	biggest area contributors in the synthesized netlist	sky130_fd_sc_hd__mux2_2 41%, sky130_fd_sc_hd__a22oi_1 22%, sky130_fd_sc_hd__nor2_1 11%, sky130_fd_sc_hd__dfrtp_1 6.8%, sky130_fd_sc_hd__buf_4 5.4%	
clocking	Hold-fix buffers, CTS	0	
timing	fin worst setup slack	347	ps
logic_synthesis	cell with the most instances after synthesis	sky130_fd_sc_hd__mux2_2	
worst_setup_path	CP peak stage delay	560	ps
logic_synthesis	register share after synthesis	6.78	%
worst_setup_path	Cell Chain, Critical Path	clkdlybuf4s50_1 > or4b_1 > o31ai_1 > clkdlybuf4s50_1	
metal layers:
layer	part of all wire (%)	GRT usage [%]	vias up
li1	-	-	949
met3	16	9.66	0
met1	37	14.8	836
met4	0	0.484	0
met2	46	23.2	143
met5	0	0	-
critical path, delay by kind of cell:
kind	cells	cell delay, ps
AOI/OAI and AO/OA	1	130
buffers and inverters	2	990
and+or+nand+nor	1	520
worst paths after layout:
check | startpoint | to | slack, ps | cells after the start
setup / recovery | m0_address[6] | s1_sel | 350 | 4
min in group clk0 | Arbiter.state$_DFF_PN0_ | sel4Mux3[1]$_DFF_PN0_ | 840 | 2
hold reg to reg | Arbiter.state$_DFF_PN0_ | sel4Mux3[1]$_DFF_PN0_ | 840 | 2
hold / removal | reset_n | Arbiter.state$_DFF_PN0_ | 640 | 1
max in group asynchronous | reset_n | sel4Mux3[1]$_DFF_PN0_ | 2500 | 1
setup reg to reg | Arbiter.state$_DFF_PN0_ | sel4Mux3[0]$_DFF_PN0_ | 1900 | 3
logic make-up after synthesis:
group	after synthesis	share of synthesized area [%]
mux	40	40.7
compound gates	36	24.0
simple gates	36	13.3
buf+inv	26	13.0
flops	3	6.78
fa+ha+maj	2	2.26
placed cells by master (no fill, tap or decap):
| cell type | Yosys | routed |
|---|---|---|
| sky130_fd_sc_hd__clkbuf_8 | 0 | 3 |
| sky130_fd_sc_hd__or4_1 | 1 | 1 |
| sky130_fd_sc_hd__buf_4 | 8 | 5 |
| sky130_fd_sc_hd__ha_1 | 2 | 2 |
| sky130_fd_sc_hd__clkdlybuf4s50_1 | 0 | 226 |
| sky130_fd_sc_hd__nand2_1 | 1 | 1 |
| sky130_fd_sc_hd__o21ai_0 | 2 | 2 |
| sky130_fd_sc_hd__clkbuf_1 | 6 | 1 |
| sky130_fd_sc_hd__dfrtp_1 | 3 | 3 |
| sky130_fd_sc_hd__or3_1 | 1 | 1 |
| sky130_fd_sc_hd__nor2_1 | 32 | 32 |
| sky130_fd_sc_hd__a21boi_0 | 1 | 1 |
| sky130_fd_sc_hd__inv_1 | 4 | 4 |
| sky130_fd_sc_hd__mux2_2 | 40 | 40 |
| sky130_fd_sc_hd__a22oi_1 | 32 | 32 |
| sky130_fd_sc_hd__o31ai_1 | 1 | 1 |
| sky130_fd_sc_hd__or4b_1 | 1 | 1 |
flip-flops by register name (all words and copies together), names as in the netlist:
| name | flops |
|---|---|
| Arbiter.state | 1 |
| sel4Mux3 | 2 |
cell type report:
class,instances,area share [%]
clock buffers,4,1.31
inverters,4,0.436
flip-flops and latches,3,2.18
repair buffers,231,66.7
well taps,99,3.59
multi-input cells,114,25.8
power groups by stage:
stage         combinational [mW]  sequential [mW]  clock (mW)
CTS                        0.405           0.0435       0.108
global route               0.431           0.0440       0.113
finish                     0.396           0.0434       0.106
Power and IR drop assume default switching activity.
